**design.v**
```verilog
package pca_coeffs_pkg;
    parameter N_FEATURES = 28;
    parameter Q = 4;
    parameter R = 2;
    parameter DATA_WIDTH = 32;
    parameter FRAC_BITS = 8;
    parameter logic signed [DATA_WIDTH-1:0] MEAN [N_FEATURES-1:0] = '{
        32'sd0,   
        32'sd0,   
        32'sd0,   
        32'sd0,   
        32'sd7,   
        32'sd3,   
        32'sd0,   
        32'sd0,   
        32'sd0,   
        32'sd0,   
        32'sd0,   
        32'sd194,   
        32'sd0,   
        32'sd0,   
        32'sd0,   
        32'sd0,   
        32'sd0,   
        32'sd0,   
        32'sd0,   
        32'sd0,   
        32'sd0,   
        32'sd1,   
        32'sd59,   
        32'sd60,   
        32'sd0,   
        32'sd0,   
        32'sd0,   
        32'sd0   
    };
    parameter logic signed [DATA_WIDTH-1:0] MAJOR_COMPONENTS [Q-1:0][N_FEATURES-1:0] = '{
        '{
            32'sd0,
            32'sd0,
            32'sd0,
            32'sd0,
            32'sd0,
            32'sd0,
            32'sd0,
            32'sd0,
            32'sd0,
            32'sd0,
            32'sd0,
            32'sd0,
            32'sd0,
            32'sd0,
            32'sd0,
            32'sd0,
            32'sd0,
            32'sd0,
            32'sd0,
            32'sd0,
            32'sd0,
            32'sd0,
            32'sd0,
            32'sd0,
            32'sd0,
            32'sd0,
            32'sd0,
            32'sd0
        },   
        '{
            32'sd0,
            32'sd0,
            32'sd0,
            32'sd0,
            32'sd0,
            32'sd0,
            32'sd0,
            32'sd0,
            32'sd0,
            32'sd0,
            32'sd0,
            32'sd0,
            32'sd0,
            32'sd0,
            32'sd0,
            32'sd0,
            32'sd0,
            32'sd0,
            32'sd0,
            32'sd0,
            32'sd0,
            32'sd0,
            32'sd0,
            32'sd0,
            32'sd0,
            32'sd0,
            32'sd0,
            32'sd0
        },   
        '{
            32'sd0,
            32'sd0,
            32'sd0,
            32'sd0,
            32'sd0,
            32'sd0,
            32'sd0,
            32'sd0,
            32'sd0,
            32'sd0,
            32'sd0,
            32'sd0,
            32'sd0,
            32'sd0,
            32'sd0,
            32'sd0,
            32'sd0,
            32'sd0,
            32'sd0,
            32'sd0,
            32'sd0,
            32'sd0,
            32'sd0,
            32'sd0,
            32'sd0,
            32'sd0,
            32'sd0,
            32'sd0
        },   
        '{
            32'sd0,
            32'sd0,
            32'sd0,
            32'sd0,
            32'sd0,
            32'sd0,
            32'sd0,
            32'sd0,
            32'sd0,
            32'sd0,
            32'sd0,
            32'sd0,
            32'sd0,
            32'sd0,
            32'sd0,
            32'sd0,
            32'sd0,
            32'sd0,
            32'sd0,
            32'sd0,
            32'sd0,
            32'sd0,
            32'sd0,
            32'sd0,
            32'sd0,
            32'sd0,
            32'sd0,
            32'sd0
        }   
    };
    parameter logic signed [DATA_WIDTH-1:0] MINOR_COMPONENTS [R-1:0][N_FEATURES-1:0] = '{
        '{
            32'sd0,
            32'sd0,
            32'sd0,
            32'sd0,
            32'sd0,
            32'sd0,
            32'sd0,
            32'sd0,
            32'sd0,
            32'sd0,
            32'sd0,
            32'sd1,
            32'sd0,
            32'sd0,
            32'sd0,
            32'sd0,
            32'sd0,
            32'sd0,
            32'sd0,
            32'sd0,
            32'sd0,
            32'sd0,
            32'sd0,
            32'sd0,
            32'sd0,
            32'sd0,
            32'sd0,
            32'sd0
        },   
        '{
            32'sd0,
            32'sd0,
            32'sd0,
            32'sd0,
            32'sd0,
            32'sd0,
            32'sd0,
            32'sd0,
            32'sd0,
            32'sd9,
            32'sd0,
            32'sd0,
            32'sd0,
            32'sd0,
            32'sd0,
            32'sd0,
            32'sd0,
            32'sd0,
            32'sd0,
            32'sd0,
            32'sd0,
            32'sd13,
            32'sd0,
            32'sd0,
            32'sd0,
            32'sd0,
            32'sd0,
            32'sd0
        }   
    };
endpackage
module fem #(
    parameter DATA_WIDTH = 32,
    parameter N_FEATURES = 28,
    parameter N_HASH = 4,
    parameter SKETCH_DEPTH = 256
) (
    input  logic clk,
    input  logic rst_n,
    input  logic [DATA_WIDTH-1:0] pkt_features [N_FEATURES-1:0],
    input  logic pkt_valid,
    output logic [DATA_WIDTH-1:0] agg_features [N_FEATURES-1:0],
    output logic agg_valid
);
    logic [DATA_WIDTH-1:0] feature_reg [N_FEATURES-1:0];
    logic valid_reg;
    always_ff @(posedge clk or negedge rst_n) begin
        if (!rst_n) begin
            valid_reg <= 1'b0;
            for (int i = 0; i < N_FEATURES; i++) begin
                feature_reg[i] <= '0;
            end
        end else begin
            valid_reg <= pkt_valid;
            if (pkt_valid) begin
                for (int i = 0; i < N_FEATURES; i++) begin
                    feature_reg[i] <= pkt_features[i];
                end
            end
        end
    end
    assign agg_features = feature_reg;
    assign agg_valid = valid_reg;
endmodule
import pca_coeffs_pkg::*;
module pca_detector #(
    parameter DATA_WIDTH = 32,
    parameter FRAC_BITS = 8,
    parameter N_FEATURES = 28,
    parameter Q = 4,   
    parameter R = 2    
) (
    input  logic clk,
    input  logic rst_n,
    input  logic [DATA_WIDTH-1:0] features [N_FEATURES-1:0],
    input  logic valid_in,
    output logic [31:0] major_score,   
    output logic [31:0] minor_score,   
    output logic attack_detected,
    output logic valid_out
);
    logic signed [DATA_WIDTH-1:0] mean [N_FEATURES-1:0] = MEAN;
    logic signed [DATA_WIDTH-1:0] major_components [Q-1:0][N_FEATURES-1:0] = MAJOR_COMPONENTS;
    logic signed [DATA_WIDTH-1:0] minor_components [R-1:0][N_FEATURES-1:0] = MINOR_COMPONENTS;
    typedef enum logic [2:0] {
        IDLE,
        CENTER,
        PROJ_MAJOR,
        PROJ_MINOR,
        COMPUTE_SCORES,
        DONE
    } state_t;
    state_t state, next_state;
    logic signed [DATA_WIDTH-1:0] features_reg [N_FEATURES-1:0];
    logic signed [DATA_WIDTH-1:0] centered [N_FEATURES-1:0];
    logic signed [31:0] major_proj [Q-1:0];
    logic signed [31:0] minor_proj [R-1:0];
    logic signed [31:0] major_recon [N_FEATURES-1:0];
    logic signed [31:0] major_score_acc;
    logic signed [31:0] minor_score_acc;
    logic [31:0] threshold;
    logic signed [31:0] major_abs, minor_abs;   
    integer i, j;
    logic signed [63:0] mult_result_64;
    logic signed [31:0] mult_result;
    logic signed [63:0] acc_64;
    always_ff @(posedge clk or negedge rst_n) begin
        if (!rst_n) begin
            state <= IDLE;
        end else begin
            state <= next_state;
        end
    end
    always_comb begin
        next_state = state;
        case (state)
            IDLE: if (valid_in) next_state = CENTER;
            CENTER: next_state = PROJ_MAJOR;
            PROJ_MAJOR: next_state = PROJ_MINOR;
            PROJ_MINOR: next_state = COMPUTE_SCORES;
            COMPUTE_SCORES: next_state = DONE;
            DONE: next_state = IDLE;
        endcase
    end
    always_ff @(posedge clk or negedge rst_n) begin
        if (!rst_n) begin
            for (i = 0; i < N_FEATURES; i++) begin
                centered[i] <= '0;
                major_recon[i] <= '0;
            end
            for (i = 0; i < Q; i++) begin
                major_proj[i] <= '0;
            end
            for (i = 0; i < R; i++) begin
                minor_proj[i] <= '0;
            end
            major_score_acc <= '0;
            minor_score_acc <= '0;
            valid_out <= 1'b0;
            attack_detected <= 1'b0;
        end else begin
            case (state)
                CENTER: begin
                    for (i = 0; i < N_FEATURES; i++) begin
                        features_reg[i] <= signed'(features[i]);
                        centered[i] <= signed'(features[i]) - mean[i];
                    end
                    valid_out <= 1'b0;
                end
                PROJ_MAJOR: begin
                    for (i = 0; i < Q; i++) begin
                        acc_64 = 0;
                        for (j = 0; j < N_FEATURES; j++) begin
                            mult_result_64 = centered[j] * major_components[i][j];
                            mult_result = mult_result_64 >>> FRAC_BITS;
                            acc_64 = acc_64 + mult_result;
                        end
                        major_proj[i] <= acc_64[31:0];
                    end
                end
                PROJ_MINOR: begin
                    for (i = 0; i < R; i++) begin
                        acc_64 = 0;
                        for (j = 0; j < N_FEATURES; j++) begin
                            mult_result_64 = centered[j] * minor_components[i][j];
                            mult_result = mult_result_64 >>> FRAC_BITS;
                            acc_64 = acc_64 + mult_result;
                        end
                        minor_proj[i] <= acc_64[31:0];
                    end
                    for (j = 0; j < N_FEATURES; j++) begin
                        acc_64 = 0;
                        for (i = 0; i < Q; i++) begin
                            mult_result_64 = major_proj[i] * major_components[i][j];
                            mult_result = mult_result_64 >>> FRAC_BITS;
                            acc_64 = acc_64 + mult_result;
                        end
                        major_recon[j] <= acc_64[31:0];
                    end
                end
                COMPUTE_SCORES: begin
                    major_score_acc = 0;
                    for (i = 0; i < N_FEATURES; i++) begin
                        logic signed [31:0] residual;
                        residual = centered[i] - major_recon[i];
                        mult_result_64 = residual * residual;
                        mult_result = mult_result_64 >>> FRAC_BITS;
                        major_score_acc = major_score_acc + mult_result;
                    end
                    minor_score_acc = 0;
                    for (i = 0; i < R; i++) begin
                        mult_result_64 = minor_proj[i] * minor_proj[i];
                        mult_result = mult_result_64 >>> FRAC_BITS;
                        minor_score_acc = minor_score_acc + mult_result;
                    end
                end
                DONE: begin
                    major_score <= major_score_acc;
                    minor_score <= minor_score_acc;
                    threshold = 100 << FRAC_BITS;
                    major_abs = (major_score_acc < 0) ? -major_score_acc : major_score_acc;
                    minor_abs = (minor_score_acc < 0) ? -minor_score_acc : minor_score_acc;
                    if (major_abs > threshold || minor_abs > threshold) begin
                        attack_detected <= 1'b1;
                    end else begin
                        attack_detected <= 1'b0;
                    end
                    valid_out <= 1'b1;
                end
                default: begin
                    valid_out <= 1'b0;
                end
            endcase
        end
    end
endmodule
module top_pipeline #(
    parameter DATA_WIDTH = 32,
    parameter N_FEATURES = 28
) (
    input  logic clk,
    input  logic rst_n,
    input  logic [DATA_WIDTH-1:0] pkt_features [N_FEATURES-1:0],
    input  logic pkt_valid,
    output logic attack_detected,
    output logic [31:0] major_score,
    output logic [31:0] minor_score,
    output logic valid_out
);
    logic [DATA_WIDTH-1:0] agg_features [N_FEATURES-1:0];
    logic agg_valid;
    fem #(
        .DATA_WIDTH(DATA_WIDTH),
        .N_FEATURES(N_FEATURES)
    ) u_fem (
        .clk(clk),
        .rst_n(rst_n),
        .pkt_features(pkt_features),
        .pkt_valid(pkt_valid),
        .agg_features(agg_features),
        .agg_valid(agg_valid)
    );
    pca_detector #(
        .DATA_WIDTH(DATA_WIDTH),
        .N_FEATURES(N_FEATURES)
    ) u_pca (
        .clk(clk),
        .rst_n(rst_n),
        .features(agg_features),
        .valid_in(agg_valid),
        .major_score(major_score),
        .minor_score(minor_score),
        .attack_detected(attack_detected),
        .valid_out(valid_out)
    );
endmodule
module top_pipeline_wrapper (
    input  logic clk,            
    input  logic rst_n,          
    input  logic enable,         
    output logic attack_led,     
    output logic [6:0] hex0,     
    output logic [6:0] hex1      
);
    logic [31:0] pkt_features [27:0];
    logic pkt_valid;
    logic attack_detected;
    logic [31:0] major_score;
    logic [31:0] minor_score;
    logic valid_out;
    logic [7:0] test_counter;
    always_ff @(posedge clk or negedge rst_n) begin
        if (!rst_n) begin
            test_counter <= 8'h00;
            pkt_valid <= 1'b0;
            for (int i = 0; i < 28; i++) begin
                pkt_features[i] <= 32'h0;
            end
        end else if (enable) begin
            test_counter <= test_counter + 1;
            if (test_counter == 8'hFF) begin
                pkt_features[0] <= 32'h00000000;
                pkt_features[1] <= 32'h00000000;
                pkt_features[2] <= 32'h00006f00;   
                pkt_features[3] <= 32'h0000cb00;
                pkt_features[4] <= 32'h0000b500;
                pkt_features[5] <= 32'h00154a00;   
                for (int i = 6; i < 28; i++) begin
                    pkt_features[i] <= 32'h00000000;
                end
                pkt_valid <= 1'b1;
            end else begin
                pkt_valid <= 1'b0;
            end
        end
    end
    top_pipeline #(
        .DATA_WIDTH(32),
        .N_FEATURES(28)
    ) nids_core (
        .clk(clk),
        .rst_n(rst_n),
        .pkt_features(pkt_features),
        .pkt_valid(pkt_valid),
        .attack_detected(attack_detected),
        .major_score(major_score),
        .minor_score(minor_score),
        .valid_out(valid_out)
    );
    assign attack_led = attack_detected;
    logic [3:0] score_digit0, score_digit1;
    assign score_digit0 = major_score[3:0];
    assign score_digit1 = major_score[7:4];
    always_comb begin
        case (score_digit0)
            4'h0: hex0 = 7'b1000000;
            4'h1: hex0 = 7'b1111001;
            4'h2: hex0 = 7'b0100100;
            4'h3: hex0 = 7'b0110000;
            4'h4: hex0 = 7'b0011001;
            4'h5: hex0 = 7'b0010010;
            4'h6: hex0 = 7'b0000010;
            4'h7: hex0 = 7'b1111000;
            4'h8: hex0 = 7'b0000000;
            4'h9: hex0 = 7'b0010000;
            4'hA: hex0 = 7'b0001000;
            4'hB: hex0 = 7'b0000011;
            4'hC: hex0 = 7'b1000110;
            4'hD: hex0 = 7'b0100001;
            4'hE: hex0 = 7'b0000110;
            4'hF: hex0 = 7'b0001110;
        endcase
    end
    always_comb begin
        case (score_digit1)
            4'h0: hex1 = 7'b1000000;
            4'h1: hex1 = 7'b1111001;
            4'h2: hex1 = 7'b0100100;
            4'h3: hex1 = 7'b0110000;
            4'h4: hex1 = 7'b0011001;
            4'h5: hex1 = 7'b0010010;
            4'h6: hex1 = 7'b0000010;
            4'h7: hex1 = 7'b1111000;
            4'h8: hex1 = 7'b0000000;
            4'h9: hex1 = 7'b0010000;
            4'hA: hex1 = 7'b0001000;
            4'hB: hex1 = 7'b0000011;
            4'hC: hex1 = 7'b1000110;
            4'hD: hex1 = 7'b0100001;
            4'hE: hex1 = 7'b0000110;
            4'hF: hex1 = 7'b0001110;
        endcase
    end
endmodule
```
**run.sh**
```bash
#!/bin/bash
# OpenROAD 26Q1-2900-gdf79404cd8, Yosys 0.63+post, stock flow scripts
make -C /OpenROAD-flow-scripts/flow DESIGN_CONFIG=/design/flow/config.mk WORK_HOME=/design/flow/orfs finish
```
**config.mk**
```make
export PLATFORM = sky130hd
export DESIGN_NAME = top_pipeline_wrapper
export DESIGN_NICKNAME = top_pipeline_wrapper
export VERILOG_FILES = /design/flow/design.v
export SDC_FILE = /design/flow/constraint.sdc
export NUM_CORES = 4
export LEC_CHECK = 1
export CORE_UTILIZATION = 30
export SYNTH_HDL_FRONTEND = slang
export SYNTH_MEMORY_MAX_BITS = 65536
```
**constraint.sdc**
```tcl
current_design top_pipeline_wrapper

set clk_period 2.6
set clk_io_pct 0.2

create_clock -name clk0 -period $clk_period [get_ports {clk}]

set non_clock_inputs [all_inputs -no_clocks]
set_input_delay [expr $clk_period * $clk_io_pct] -clock clk0 $non_clock_inputs
set_output_delay [expr $clk_period * $clk_io_pct] -clock clk0 [all_outputs]
```
==> CHANGELOG.md <==
### Physical design

* Sequential fraction of the synthesis area at 7.54%
* Die height at 284 µm
* Worst-case reg-to-reg path depth at 44
* Mapped Cells at 2,503
* Fillers at 7,241
* Sum Neg Setup Slack at -154.97 ns
* WP data arrival at ~9.9 ns
* Row count at 102
* Slowest-stage cell, CP: fa_2
* Area of the core at 78,000 µm²
* TritonRoute pass-1 iters at 7
* Area Growth Syn to Fin at 36.2%
* Share of flip-flops with an asynchronous set or reset at 72.6%
* Drt via density at 4.48
* Chip Area at 80,600 µm²
* Syn avg cell area at approximately 9.5 µm²
* Fmax at 0.104 GHz
* Number of port buffers at 17
* WP data required at 2.83 ns
* CTS root buf: clkbuf_16
* CTS Buffer Depth at 2
* RSZ-0062 raised after global routing: true
* Initial DRC count at 667
* Critical Path Max Stage Delay at 0.54 ns
* Die Span X at around 280 µm
* Crit path top cell by count: ha_4
* Final worst setup slack at -7.05 ns
* Internal reg-to-reg setup slack at -7.05 ns
* Drt drc at 0
* Clock-pin slew on the worst setup and hold paths at 0.07 ns
* Hpwl dp at 51.7 mm
* Vias in the first global route at 18,800
* Number of H-tree levels at 3
* Layout cells sized above 1 at a little under a third
* Number of enable flip-flop cells at 7
* Max Cap Viol at 0
* WL final at roughly 62 mm
* Static Leak at 17.0 nW
* Final hold vios at 0
* FP Util at 30.6%
* Peak VDD IR at 0.000597 V
* Cycle use final at 371%
* Tool warnings at 98
* # Cells Yosys at 2,503
* Number of diodes at 0
* Yosys chip area at 23,800 µm²
* Worst R2R Start: nids_core.u_pca.centered[180]
* Latency at later pin at 0.35 ns
* CP Class: flop to flop
* Run status: complete, but fails checks
* Max-slew violation total from the final report at 0
* Critical path startpoint category: flop
* First-pass GRT wire length at 99.7 mm
* Synth warnings at 0
* R2r endpoint: nids_core.u_pca.major_score_acc[31]
* Setup Skew at 0.0144 ns
* Setup Viol. Count Final at 29
* Pin count of the biggest net entering global routing at 48
* Io pins at 18
* DR vias at 18,600
* Final core utilization at 41.6%
* CTS tree: yes
* CTS buffer count at 9
* Initial antenna violation count at 1
* Post-route ant nets at 0
* Gr usage total at approximately 16%
* Top Family by Delay on Critical Path: adder cells
* Wirelength per Cell at 14.9 µm
* Total power at 0.0108 W
* Failing checks: setup timing
* Grt total ovfl at 0
* Post-synth cell types at 73
* Max Fanout on Critical Path at 4
* Buf+Inv Stages, Crit Path at 9
* Worst min path class: input port to asynchronous set/reset pin
* RD Place Congestion at 0.927
* Ys flops at between 70 and 80
* Cell area power density at around 330 nW/µm²
* Ys flop type: dfrtp_1
* Min Tclk post-route at about 9.7 ns
* Crit. End Element: flop
* Syn Std Cell Area at between 20,000 and 25,000 µm²
* Sinks on Clock Net at roughly 73
==> final cells by class <==
class | count | area (µm²) | area share, %
Inverter | 478 | 1820 | 5.61
Timing Repair Buffer | 596 | 4870 | 15.0
Multi-Input combinational cell | 1961 | 22400 | 68.9
Tap cell | 1040 | 1300 | 4.01
Clock buffer | 11 | 254 | 0.783
Sequential cell | 73 | 1810 | 5.56
Clock inverter | 5 | 37.5 | 0.116
==> registers in the layout (all words and copies together), names as in the netlist <==
register,cells
pkt_valid,1
test_counter,8
nids_core.u_fem.agg_valid,1
nids_core.u_fem.agg_features,1
nids_core.u_pca.state,6
hex0,6
nids_core.u_pca.attack_detected,1
nids_core.u_pca.major_score_acc,31
pkt_features,1
hex1,7
nids_core.u_pca.major_score,7
nids_core.u_pca.centered,3
==> synth_stat cells, types with 23 or more instances <==
library cell  number  area, µm²
inv_1            477       1790
nand3_1           23        115
a21oi_1          112        561
ha_1             483       6040
nor3_1            24        120
nand2_1           78        293
xnor2_1          224       1960
fa_1             338       6770
or2_2             39        244
xor2_1            72        631
dfrtp_1           52       1300
o21ai_0           56        280
nor2_1           128        480
clkbuf_1          37        139
a21o_1            79        593
==> worst reg2reg max path: cells and delay by family, from the launching register on <==
kind	cells	cell delay, ns
adders and majority gates	14	4.44
buffers and inverters	9	0.88
DFF	1	0.51
AOI/OAI and AO/OA	11	1.83
xor gates and xnor gates	10	1.84
==> how the worst max path moves through the flow <==
stage / from / endpoint / cells past startpoint / slack (ns)
global route: nids_core.u_pca.centered[180] / nids_core.u_pca.major_score_acc[30] / 44 / -7.37
finish: nids_core.u_pca.centered[180] / nids_core.u_pca.major_score_acc[31] / 44 / -7.05
CTS: nids_core.u_pca.centered[180] / nids_core.u_pca.major_score_acc[31] / 39 / -7.09
==> cells by family (layout without fill, tap and decap cells) <==
family                     after synthesis  in the layout  synth area share (%)
xor gates and xnor gates               297            297                  11.0
adders and majority gates              821            821                  53.8
and+or+nand+nor                        395            395                  8.20
other                                    2             57                0.0315
muxes                                   32             32                  1.50
buffers and inverters                  524           1090                  8.27
AOI/OAI and AO/OA                      359            359                  9.73
DFF                                     73             73                  7.54
==> power by group <==
| part | switching [W] | total [W] | internal [W] |
|---|---|---|---|
| registers | 0.0000740 | 0.00129 | 0.00121 |
| logic | 0.00395 | 0.00822 | 0.00427 |
| clock network | 0.000543 | 0.00125 | 0.000709 |
| total | 0.00456 | 0.0108 | 0.00619 |
==> layout by cell type, fill, tap and decap left out, types with 10 or more instances in the layout <==
cell type	count
a21o_1	79
a21oi_1	76
a21oi_2	31
a31oi_1	10
and2_1	10
buf_12	11
buf_4	525
buf_6	37
clkbuf_16	12
clkdlybuf4s50_1	16
conb_1	57
dfrtp_1	50
dfxtp_1	13
fa_1	327
fa_2	11
ha_1	382
ha_4	93
inv_1	444
inv_2	29
mux2_2	16
mux2i_1	11
nand2_1	63
nand2_2	11
nand2b_1	18
nand3_1	20
nand4_1	14
nor2_1	113
nor2_2	12
nor2b_1	14
nor3_1	18
o21a_1	12
o21ai_0	34
o21ai_1	10
o21ai_2	11
o21bai_1	10
o31ai_1	10
or2_2	39
xnor2_1	203
xnor2_2	16
xor2_1	69
==> timing repair <==
item	CTS	global route
hold buffers	0	0
setup buffers	37	35
resized	160	208
gates cloned	0	2
setup endpoints to repair	30	30
pin swaps	94	140
==> metal layers <==
| metal | routed length (µm) | vias up | part of all wire, % | GRT usage, % |
|---|---|---|---|---|
| li1 | - | 9283 | - | - |
| met1 | 29100 | 8980 | 47 | 24.1 |
| met2 | 28100 | 334 | 45 | 24.9 |
| met3 | 3890 | 42 | 6.3 | 3.92 |
| met4 | 817 | 2 | 1.3 | 1.72 |
| met5 | 13 | - | 0.021 | 0 |
==> metrics by stage <==
step                      cells  cell area [µm²]  hold slack, ns  setup WS, ns
after global placement     4082            29600           0.331         -7.46
after detailed placement   4082            29600           0.336         -7.48
final                      4164            32500           0.186         -7.05
after CTS                  4135            31100           0.191         -7.09
after floorplan            2558            24400           0.224         -7.98
after global routing       4164            32500           0.212         -7.37
Power is estimated from default activity; no workload was simulated.
